==> design/flow/design.v <==
`timescale 1ns / 1ps
module master (
    input wire i2c_clk,
    input wire reset,
    inout wire sda_line,
    output reg scl,
    output wire [2:0] state_out
);
    parameter SLAVE_ADDR = 7'b1101001;
    parameter DATA_BYTE  = 8'b10101010;
    reg [7:0] transmit_byte;   
    reg [3:0] bit_count;
    reg [2:0] state;
    assign state_out = state;
    reg sda_drive;
    reg sda_out;
    assign sda_line = sda_drive ? sda_out : 1'bz;
    parameter IDLE      = 3'b000,
              START     = 3'b001,
              SEND_ADDR = 3'b010,
              WAIT_ACK1 = 3'b011,
              SEND_DATA = 3'b100,
              WAIT_ACK2 = 3'b101,
              STOP      = 3'b110;
    reg [2:0] phase;
    reg [3:0] delay_count;
    always @(posedge i2c_clk) begin
        if (reset) begin
            state <= IDLE;
            scl <= 1;
            sda_out <= 1;
            sda_drive <= 1;
            transmit_byte <= 0;
            bit_count <= 0;
            phase <= 0;
            delay_count <= 0;
        end else begin
            case (state)
                IDLE: begin
                    scl <= 1;
                    sda_out <= 1;
                    sda_drive <= 1;
                    phase <= 0;
                    delay_count <= 0;
                    if (delay_count < 4) begin
                        delay_count <= delay_count + 1;
                    end else begin
                        state <= START;
                    end
                end
                START: begin
                    case (phase)
                        0: begin
                            scl <= 1;
                            sda_out <= 0;  
                            sda_drive <= 1;
                            phase <= 1;
                        end
                        1: begin
                            scl <= 0;  
                            transmit_byte <= {SLAVE_ADDR, 1'b0};  
                            bit_count <= 7;
                            phase <= 0;
                            state <= SEND_ADDR;
                        end
                    endcase
                end
                SEND_ADDR: begin
                    case (phase)
                        0: begin
                            sda_out <= transmit_byte[bit_count];
                            sda_drive <= 1;
                            phase <= 1;
                        end
                        1: begin
                            scl <= 1;
                            phase <= 2;
                        end
                        2: begin
                            scl <= 0;
                            if (bit_count == 0) begin
                                phase <= 0;
                                state <= WAIT_ACK1;
                            end else begin
                                bit_count <= bit_count - 1;
                                phase <= 0;
                            end
                        end
                    endcase
                end
                WAIT_ACK1: begin
                    case (phase)
                        0: begin
                            sda_drive <= 0;  
                            phase <= 1;
                        end
                        1: begin
                            scl <= 1;
                            phase <= 2;
                        end
                        2: begin
                            scl <= 0;
                            transmit_byte <= DATA_BYTE;
                            bit_count <= 7;
                            sda_drive <= 1;
                            phase <= 0;
                            state <= SEND_DATA;
                        end
                    endcase
                end
                SEND_DATA: begin
                    case (phase)
                        0: begin
                            sda_out <= transmit_byte[bit_count];
                            sda_drive <= 1;
                            phase <= 1;
                        end
                        1: begin
                            scl <= 1;
                            phase <= 2;
                        end
                        2: begin
                            scl <= 0;
                            if (bit_count == 0) begin
                                phase <= 0;
                                state <= WAIT_ACK2;
                            end else begin
                                bit_count <= bit_count - 1;
                                phase <= 0;
                            end
                        end
                    endcase
                end
                WAIT_ACK2: begin
                    case (phase)
                        0: begin
                            sda_drive <= 0;  
                            phase <= 1;
                        end
                        1: begin
                            scl <= 1;
                            phase <= 2;
                        end
                        2: begin
                            scl <= 0;
                            sda_drive <= 1;
                            phase <= 0;
                            state <= STOP;
                        end
                    endcase
                end
                STOP: begin
                    case (phase)
                        0: begin
                            sda_out <= 0;
                            sda_drive <= 1;
                            phase <= 1;
                        end
                        1: begin
                            scl <= 1;
                            phase <= 2;
                        end
                        2: begin
                            sda_out <= 1;  
                            phase <= 3;
                        end
                        3: begin
                            state <= IDLE;
                            phase <= 0;
                        end
                    endcase
                end
            endcase
        end
    end
endmodule
==> design/flow/run.sh <==
#!/bin/bash
# OpenROAD 26Q1-2900-gdf79404cd8, Yosys 0.63+post, stock flow scripts
make -C /OpenROAD-flow-scripts/flow DESIGN_CONFIG=/design/flow/config.mk WORK_HOME=/design/flow/orfs finish
==> design/flow/config.mk <==
export PLATFORM = sky130hd
export DESIGN_NAME = master
export DESIGN_NICKNAME = master
export VERILOG_FILES = /design/flow/design.v
export SDC_FILE = /design/flow/constraint.sdc
export NUM_CORES = 4
export LEC_CHECK = 1
export CORE_AREA = 10 10 96 96
export DIE_AREA = 0 0 106 106
==> design/flow/constraint.sdc <==
current_design master

set clk_period 2.9
set clk_io_pct 0.2

create_clock -name clk0 -period $clk_period [get_ports {i2c_clk}]

set non_clock_inputs [all_inputs -no_clocks]
set_input_delay [expr $clk_period * $clk_io_pct] -clock clk0 $non_clock_inputs
set_output_delay [expr $clk_period * $clk_io_pct] -clock clk0 [all_outputs]
==> reports/metrics.cfg <==
[placed_design]
io_buffers=5
place_ws_ps=871
hpwlAfterDp_um=1720
gp_congestion=0.854

[clocking]
clock-sinks=20
cts_setup_buffers=0
cts_resized=0
cts.path.max_buffers=2
cts.htree.levels=1
cts_hold_buf=0
clockRootBuffer=clkbuf_8
cts_buffers=3

[floorplanning]
die_y_um=106
dieWidth_um=106
pin_count=7
fp_util_pct=15.6
row_count=31

[yosys]
syn_avg_cell_area_um2=8.59
synthFlopType=dfxtp_1
ys_ff=20
netlist_area_um2=1120
top_area_cell=dfxtp_1
top_area_share_pct=35.6
synthTopCellsByArea=dfxtp_1, a21oi_1, nor2_1, nand2_1, nor3_1
synthesis.yosys.warnings=2
yosysCellCount=131
ys_chip_area_um2=1120
ys_types=51
async_reset_ff_share_pct=0
syn_inst=131
edf_count=0
ys_seq_share_pct=35.6

[outcome]
firstError=[error] [KeplerFormal.cpp:679] Workflow failed: Iso has multiple drivers: .sda_line0, sda_line$_SDFFE_PP1P_.Q0
status=stopped before the end
failed_stage=clock tree synthesis

[through the flow]
| step | cells | power, W | area (um^2) |
|---|---|---|---|
| global placement | 228 | 0.000681 | 1260 |
| detailed placement | 228 | 0.000681 | 1260 |
| floorplan | 131 | 0.000630 | 1120 |
[cells in the mapped netlist (2+ instances only)]
cell       count
nor2_1        11
a221oi_1       2
and3_1         2
nor3_1         6
nand3_1        2
nand2_1       10
ha_1           2
a22oi_1        2
o21ai_0        6
a211o_1        2
a311oi_1       2
clkbuf_1       2
inv_1          5
or3_1          2
o211ai_1       4
a21oi_1        9
or3b_1         2
mux2_2         2
xor2_1         3
mux2i_1        2
o2111ai_1      2
buf_2          3
dfxtp_1       20
[cells by family after synthesis]
family          Yosys count  share of synthesized area [%]
compound gates           39                           24.9
xor+xnor                  4                           3.12
fa+ha+maj                 2                           2.22
buf+inv                  15                           6.34
flops                    20                           35.6
mux                       4                           3.78
simple gates             47                           24.0
Power is estimated from default activity; no workload was simulated.
